`flow/design.v`:
```
`timescale  1ns/1ns
module CLKSOURCE(
              clk,       
              rst,
              fetch,
              alu_ena);
input  clk;         
input  rst;       
output fetch;       
output alu_ena;     
reg fetch;   
reg alu_ena;
reg[5:0] state;     
wire clk;
wire rst;
parameter    S1 = 8'b000001,
             S2 = 8'b000010,
			 S3 = 8'b000100,
             S4 = 8'b001000,
			 S5 = 8'b010000,
             S6 = 8'b100000,
		   idle = 8'b000000;
always @(negedge  clk)
  if(rst)
   begin
	 fetch   <= 0;
	 alu_ena <= 0;
	 state   <= idle;    
	end
	else
	  begin
	     case(state)     
		  S1:
		      begin
				  state   <= S2; 
				 end  
		  S2:
		      begin
				  alu_ena <= 1;
				  state   <= S3;
				 end
		  S3:
		       begin
			   alu_ena <= 0;
				 fetch <= 1;
				 state <= S4;
				end
		  S4: state <= S5;
		  S5: state <= S6;
		  S6: begin 
		          state <= S1;
		           fetch <= 0;
		       end
		  idle: state <= S1;
		  default:state <= idle;
		  endcase
		 end
endmodule
`timescale  1ns/1ns
module accum(
            accum_out, 
            data,
            load_acc,
            clk, 
            rst
            );
output[15:0] accum_out;   
input[15:0] data;        
input load_acc;         
input clk;             
input rst;             
reg[15:0] accum_out;
always @(posedge clk)
  begin
   if(rst)
	   accum_out  <= 16'b0000_0000_0000_0000;
	else
	 if(load_acc)
	   accum_out <= data;
	 end
endmodule
`timescale 1ns/1ns
module adr(
            addr,   
            fetch,
            ir_addr,
            pc_addr);
output[11:0] addr;   
input[11:0] ir_addr;  
input[11:0] pc_addr;  
input fetch;          
assign addr = fetch?(pc_addr-12'h1):ir_addr; 
endmodule
`timescale 1ns/1ns
module alu(
	       alu_out,   
	       zero,
	       data,
	       accum,
	       alu_clk,
	       opcode
	       );
output[15:0] alu_out;   
output  zero;          
input[15:0]  data;      
input[15:0]  accum;     
input[3:0]  opcode;    
input alu_clk;         
reg[15:0] alu_out;
parameter       HLT  = 4'b0000,
                SKZ  = 4'b0001,
			    ADD  = 4'b0010,
			    SUB  = 4'b0011,
			    MUL  = 4'b0100,
			    OR   = 4'b0101,
			    AND  = 4'b0110,
			    XOR  = 4'b0111,
			    NOT  = 4'b1000,
			    STO  = 4'b1001,
			    LDA  = 4'b1010,
			    RL   = 4'b1011,
			    RR   = 4'b1100,
			    JMP  = 4'b1101,
			    POP  = 4'b1110,
			    PUSH = 4'b1111;
assign zero = !accum;
reg[15:0]  spbuf;
always @(posedge alu_clk)
	begin
     casex(opcode)
	    HLT:  alu_out <= accum;
	    SKZ:  alu_out <= accum;
	    ADD:  alu_out <= data + accum;
	    SUB:  alu_out <= accum - data;
	    MUL:  alu_out <= accum * data;
	    OR :  alu_out <= accum | data;
	    AND: alu_out  <= data & accum;
	    XOR: alu_out  <= data ^ accum;
	    NOT: alu_out  <= ~ data;
	    LDA:  alu_out <= data;
	    STO:  alu_out <= accum;
	    RL :  alu_out <= data << 1;
	    RR :  alu_out <= data >> 1;
	    JMP:  alu_out <= accum;
	    POP:  alu_out <= spbuf;  
	    PUSH: spbuf <= accum;
	    default: alu_out <= 16'hxxxx;
	 endcase 
	end
endmodule
`timescale 1ns/1ns
module counter(
             pc_addr,    
             ir_addr,
             load,
             clk,
             rst);
output[11:0] pc_addr;
input[11:0] ir_addr;   
input load;     
input clk;     
input rst;     
reg[11:0] pc_addr;
always @(posedge clk or posedge rst)
  begin
   if(rst)
	  pc_addr <= 12'b0000_0000_0000;
	else
	 if(load)
	   pc_addr <= ir_addr;
	 else
	   pc_addr <= pc_addr + 12'b1;
	end
endmodule
`timescale 1ns/1ns
module cpu(
            clk,       
            reset,     
            halt,
            rd,      
            wr,      
            addr,
            data,
            opcode,
            fetch,
            ir_addr,
            pc_addr
            );
input clk,reset;
output rd,wr,halt;
output[11:0] addr;
output[3:0] opcode;
output fetch;
output[11:0] ir_addr,pc_addr;
inout[15:0] data;
wire clk,reset,halt;
wire[15:0] data;
wire[11:0] addr;
wire[3:0]  opcode;    
wire[11:0] ir_addr;   
wire[11:0] pc_addr;
wire[15:0] alu_out;    
wire[15:0] accum;      
wire rd;
wire wr;
wire fetch;              
wire alu_ena;         
wire zero;
wire inc_pc;          
wire load_acc;        
wire load_pc;         
wire load_ir;         
wire data_ena;        
wire contrl_ena;      
CLKSOURCE m_CLKSOURCE(.clk(clk),.rst(reset),.fetch(fetch),.alu_ena(alu_ena));
irregister m_irregister(.data(data),.load_ir(load_ir),.rst(reset),.clk(clk),.opc_iraddr({opcode,ir_addr}));
accum m_accum(.data(alu_out),.load_acc(load_acc),.clk(clk),.rst(reset),. accum_out(accum));
alu m_alu(.data(data),.accum(accum),.alu_clk(alu_ena),.opcode(opcode),.alu_out(alu_out),.zero(zero));
machinectl m_machinectl(.clk(clk),.rst(reset),.fetch(fetch),.ena(contrl_ena));
machine m_machine(.inc_pc(inc_pc),.load_acc(load_acc),.load_pc(load_pc),.rd(rd),
                   .wr(wr),.load_ir(load_ir),.clk(clk),.datactl_ena(data_ena),
						 .halt(halt),.zero(zero),.ena(contrl_ena),.opcode(opcode));
datactl m_datactl(.in(alu_out),.data_ena(data_ena),.data(data));
adr  m_adr(.fetch(fetch),.ir_addr(ir_addr),.pc_addr(pc_addr),.addr(addr));
counter m_counter(.clk(inc_pc),.rst(reset),.ir_addr(ir_addr),.load(load_pc),.pc_addr(pc_addr));						 
endmodule
`timescale 1ns/1ns
module datactl(
                data,   
                in,
                data_ena);
output[15:0] data; 
input[15:0] in;    
input data_ena;   
assign data = (data_ena)?in:16'hzzzz;
endmodule
`timescale 1ns/1ns
module irregister(
                 opc_iraddr,
                 data,   
                 load_ir,
                 clk,
                 rst   
                 );
output[15:0] opc_iraddr;     
input[15:0] data;             
input load_ir;                   
input clk;                   
input rst;                   
reg[15:0] opc_iraddr;      
always @(posedge clk)
 begin
 if(rst)
   begin
	 opc_iraddr <= 16'b0000_0000_0000_0000;
	end
 else
	 if(load_ir)        
	    begin
		   opc_iraddr[15:0] <= data;          
	    end
  end
endmodule
`timescale 1ns/1ns
module machine(
            inc_pc,       
            load_acc,    
            load_pc,     
            rd,          
            wr,          
            load_ir,     
            datactl_ena,  
            halt,        
            clk,         
            zero,        
            ena,         
            opcode       
            );
output inc_pc,load_acc,load_pc,rd,wr,load_ir;
output datactl_ena,halt;
input clk,zero,ena;
input[3:0] opcode;
reg inc_pc,load_acc,load_pc,rd,wr,load_ir;
reg datactl_ena,halt;
reg[2:0] state;
parameter       HLT  = 4'b0000,
                SKZ  = 4'b0001,
			    ADD  = 4'b0010,
			    SUB  = 4'b0011,
			    MUL  = 4'b0100,
			    OR   = 4'b0101,
			    AND  = 4'b0110,
			    XOR  = 4'b0111,
			    NOT  = 4'b1000,
			    STO  = 4'b1001,
			    LDA  = 4'b1010,
			    RL   = 4'b1011,
			    RR   = 4'b1100,
			    JMP  = 4'b1101,
			    POP  = 4'b1110,
			    PUSH = 4'b1111;
always @(negedge clk)
 begin
   if(!ena)
	  begin
	        state <= 3'b000;
		{inc_pc,load_acc,load_pc,rd}  <= 4'b0000;
		{wr,load_ir,datactl_ena,halt} <= 4'b0000;
	  end
   else
     ctl_cycle;
 end
 task ctl_cycle;
  begin
  casex(state)
	3'b000:        
	      begin
		    {inc_pc,load_acc,load_pc,rd}   <= 4'b1001;
		    {wr,load_ir,datactl_ena,halt}  <= 4'b0100;
			    state <= 3'b001;
			 end 
	3'b001:  
	       begin
		    {inc_pc,load_acc,load_pc,rd}   <= 4'b0000;
		    {wr,load_ir,datactl_ena,halt}  <= 4'b0000;
			    state <= 3'b010;
			 end 
	3'b010:  
	         begin
				 if(opcode==HLT)
				   begin
				    {inc_pc,load_acc,load_pc,rd}   <= 4'b0000;
		            {wr,load_ir,datactl_ena,halt}  <= 4'b0001;
					end
				 else
				    begin 
					   {inc_pc,load_acc,load_pc,rd}   <= 4'b0000;
		               {wr,load_ir,datactl_ena,halt}  <= 4'b0000;
					 end
					    state <= 3'b011;
				end
	3'b011:   
	         begin
	              if(opcode==JMP)
					   begin
					     {inc_pc,load_acc,load_pc,rd}   <= 4'b0010;
		                 {wr,load_ir,datactl_ena,halt}  <= 4'b0000;
					   end
			      else
				   if(opcode==ADD||opcode==AND||opcode==XOR||opcode==LDA||
				      opcode==NOT||opcode==MUL||opcode==SUB||opcode==OR||
				      opcode==RL||opcode==RR||opcode==POP||opcode==PUSH) 
					  begin
					    {inc_pc,load_acc,load_pc,rd}   <= 4'b0001;
		                {wr,load_ir,datactl_ena,halt}  <= 4'b0000;
					  end
					else
					 if(opcode==STO)
					   begin
					     {inc_pc,load_acc,load_pc,rd}   <= 4'b0000;
		                 {wr,load_ir,datactl_ena,halt}  <= 4'b0010;
					   end
					  else
					    begin
						  {inc_pc,load_acc,load_pc,rd}   <= 4'b0000;
		                  {wr,load_ir,datactl_ena,halt}  <= 4'b0000;
						 end
					   state <= 3'b100;
				end
	3'b100:  
	        begin
			    if(opcode==ADD||opcode==AND||opcode==XOR||opcode==LDA||
			       opcode==NOT||opcode==MUL||opcode==SUB||opcode==OR||
			       opcode==RL||opcode==RR||opcode==POP||opcode==PUSH) 
					 begin       
					   {inc_pc,load_acc,load_pc,rd}   <= 4'b0101;
		               {wr,load_ir,datactl_ena,halt}  <= 4'b0000;
					 end
				 else
				  if(opcode==SKZ&&zero==1)
				    begin
					   {inc_pc,load_acc,load_pc,rd}   <= 4'b1000;
		               {wr,load_ir,datactl_ena,halt}  <= 4'b0000;
					end
					else
				   if(opcode==JMP)
					   begin
					     {inc_pc,load_acc,load_pc,rd}   <= 4'b1010;
		                 {wr,load_ir,datactl_ena,halt}  <= 4'b0000;
					   end
					else
					if(opcode==STO)   
					   begin
						  {inc_pc,load_acc,load_pc,rd}   <= 4'b0000;
		                  {wr,load_ir,datactl_ena,halt}  <= 4'b1010;
						  end
					else
						 begin
						    {inc_pc,load_acc,load_pc,rd}   <= 4'b0000;
		                    {wr,load_ir,datactl_ena,halt}  <= 4'b0000;
							end
					    state <= 3'b101;
				end
	3'b101:   
	         begin
				 if(opcode==STO)
				   begin 
					   {inc_pc,load_acc,load_pc,rd}   <= 4'b0000;
		               {wr,load_ir,datactl_ena,halt}  <= 4'b0010;
					 end
				  else
				  if(opcode==ADD||opcode==AND||opcode==XOR||opcode==LDA||
				      opcode==NOT||opcode==MUL||opcode==SUB||opcode==OR||
				      opcode==RL||opcode==RR||opcode==POP||opcode==PUSH) 
					 begin
					   {inc_pc,load_acc,load_pc,rd}   <= 4'b0001;
		               {wr,load_ir,datactl_ena,halt}  <= 4'b0000;
					 end
					else
					 begin
					   {inc_pc,load_acc,load_pc,rd}   <= 4'b0000;
		               {wr,load_ir,datactl_ena,halt}  <= 4'b0000;
					end
				   state <= 3'b000;
			end
	default:
	         begin
				      {inc_pc,load_acc,load_pc,rd}   <= 4'b0000;
		              {wr,load_ir,datactl_ena,halt}  <= 4'b0000;
					   state <= 3'b000;
				end
	endcase
 end
 endtask
 endmodule
`timescale 1ns/1ns
module machinectl(
                  ena,    
                 fetch,   
                 rst,    
                 clk     
                  );
input fetch;
input rst;
input clk;
output ena;
reg ena;
always @(posedge  clk)
  begin
    if(rst)
	   begin
	    ena <= 0;
	   end
    else
       if(fetch)
        begin
         ena <= 1;
        end
   end
 endmodule
```
`flow/run.sh`:
```
#!/bin/bash
# OpenROAD 26Q1-2900-gdf79404cd8, Yosys 0.63+post, stock flow scripts
make -C /OpenROAD-flow-scripts/flow DESIGN_CONFIG=/design/flow/config.mk WORK_HOME=/design/flow/orfs finish
```
`flow/config.mk`:
```
export PLATFORM = sky130hd
export DESIGN_NAME = cpu
export DESIGN_NICKNAME = cpu
export VERILOG_FILES = /design/flow/design.v
export SDC_FILE = /design/flow/constraint.sdc
export NUM_CORES = 4
export LEC_CHECK = 1
export CORE_UTILIZATION = 50
```
`flow/constraint.sdc`:
```
current_design cpu

set clk_period 2.5
set clk_io_pct 0.2

create_clock -name clk0 -period $clk_period [get_ports {clk}]

set non_clock_inputs [all_inputs -no_clocks]
set_input_delay [expr $clk_period * $clk_io_pct] -clock clk0 $non_clock_inputs
set_output_delay [expr $clk_period * $clk_io_pct] -clock clk0 [all_outputs]
```
==> deck_impl_summary.md <==
Run Summary

Floorplan
  – IO Pins: 62
  – Die y size: 143 um
  – Die Wd: 143 um
  – Init Core Util: 51.1%
  – Row count: 51

Synthesis
  – Post-synth top area share: 16.3%
  – Number of enable flip-flop cells: 32
  – Yosys cell types: 64
  – Post-synth seq share: 23.8%
  – Area leader, netlist: fa_1
  – Yosys stat cell total: 1162
  – Most used DFF post-synth: dfxtp_1
  – Cell area leaders: fa_1, ha_1, dfxtp_1
  – YS warnings: 8
  – Cells after Synth: 1162
  – Ys flops: 99
  – Mapped cell area: 9940 sq um
  – Synth Area per Inst: 8.56 sq um
  – Async SR Flop Fraction: 12.1%
  – Area reported by Yosys stat: 9940 sq um

Clock tree
  – Clock buffer count from CTS: 5
  – Setup bufs post-CTS: 11
  – Clk buf depth: 2
  – H-tree depth: 2
  – Post-CTS sizing: 90
  – Hold_buf cts: 0
  – Root Driver: clkbuf_16

Placed design
  – PortBufs: 45
  – Placed cells: 1451
  – Hpwl dp: 21200 um
  – Placer Congestion: 0.994
  – Placed cell area: 10900 sq um

STA
  – Count of unclocked register or latch pins: 44
  – Endpoints left unconstrained: 104

Status
  – Status: stopped before the end
  – Fail Step: clock tree synthesis
  – Error message: [error] [KeplerFormal.cpp:679] Workflow failed: Iso has multiple drivers: .data0, data[0]$_DFFE_PP_.Q0
metrics by stage:
stage	hold slack [ns]	util, %	total power [mW]	setup TNS [ns]	worst slack (ns)
after global placement	0.416	55.8	1.08	-5.43	-0.415
after detailed placement	0.416	55.8	1.08	-5.70	-0.432
after floorplan	0.398	-	1.04	-0.275	-0.139
cells by family after synthesis:
| family | synth area share [%] |
|---|---|
| DFF | 23.8 |
| adders and majority gates | 28.8 |
| and+or+nand+nor | 16.3 |
| AOI/OAI and AO/OA | 11.5 |
| muxes | 3.55 |
| buffers and inverters | 8.61 |
| xor gates and xnor gates | 7.54 |
cell usage after synthesis, types with 7 or more instances:
cell      number
inv_1        151
nor2_1       145
nand2_1      122
ha_1          99
fa_1          81
xnor2_1       61
a21oi_1       58
dfxtp_1       55
clkbuf_1      46
o21ai_0       35
mux2i_1       33
edfxtp_1      32
nand3_1       22
nor3_1        22
xor2_1        22
buf_2         15
nand2b_1      15
dfrtp_1       12
a221oi_1      11
a22oi_1        8
or3_1          8
a211oi_1       7
a31oi_1        7
and2_1         7
nor2b_1        7
No activity file was given, so power comes from the tool's default toggle rates.
